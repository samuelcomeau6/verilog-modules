**flow/design.v**
```verilog
module uart_tx #(
	parameter CLOCK_FREQ=100_000_000,  
	parameter BAUD=9600,  
	parameter START_BITS=1,  
	parameter STOP_BITS=1,  
	parameter PARITY=0,  
	parameter WIDTH=8  
)(
	input clk_i,  
	input rst_i,
	input new_data,  
	input [WIDTH-1:0] dat_i,  
	output rdy,  
	output dat_o  
);
	localparam SIZE=WIDTH+START_BITS+STOP_BITS;  
	localparam MAX_ADDR=(SIZE <= 2) ? 1 : 
   (SIZE <= 4) ? 2 : 
   (SIZE <= 8) ? 3 : 
   (SIZE <= 16) ? 4 : 
   (SIZE <= 32) ? 5 : 
   (SIZE <= 64) ? 6 : 
   (SIZE <= 128) ? 7 : 
   (SIZE <= 256) ? 8 : 
   (SIZE <= 512) ? 9 : 
   (SIZE <= 1024) ? 10 : 
   (SIZE <= 2048) ? 11 : 
   (SIZE <= 4096) ? 12 : 
   (SIZE <= 8192) ? 13 : 
   (SIZE <= 16384) ? 14 : 
   (SIZE <= 32768) ? 15 : 
   (SIZE <= 65536) ? 16 : 
   -1+1;
	localparam DIV=CLOCK_FREQ/BAUD+1;  
	localparam MAX_COUNT=(DIV <= 2) ? 1 : 
   (DIV <= 4) ? 2 : 
   (DIV <= 8) ? 3 : 
   (DIV <= 16) ? 4 : 
   (DIV <= 32) ? 5 : 
   (DIV <= 64) ? 6 : 
   (DIV <= 128) ? 7 : 
   (DIV <= 256) ? 8 : 
   (DIV <= 512) ? 9 : 
   (DIV <= 1024) ? 10 : 
   (DIV <= 2048) ? 11 : 
   (DIV <= 4096) ? 12 : 
   (DIV <= 8192) ? 13 : 
   (DIV <= 16384) ? 14 : 
   (DIV <= 32768) ? 15 : 
   (DIV <= 65536) ? 16 : 
   -1;  
	reg [MAX_COUNT:0] divider;  
	reg [SIZE-1:0] byte_d,byte_q=8'd0;  
	reg [MAX_ADDR-1:0] shift_d,shift_q=0;  
	reg rdy_d,rdy_q=1;
	reg [1:0] state_d,state_q=0;  
	localparam READY=2'd0;
	localparam LOAD=2'd1;
	localparam SHIFT=2'd2;
	assign rdy=rdy_q;
	assign dat_o=byte_q[0]|rdy;
	always @* begin
		state_d=state_q;
		shift_d=0;
		byte_d=byte_q;
		rdy_d=rdy_q;
		case(state_q)
			READY: begin
				rdy_d=1;
				if(new_data) begin
					rdy_d=0;
					state_d=LOAD;
				end else state_d=READY;
			end
			LOAD: begin
				rdy_d=0;
				byte_d={{STOP_BITS{1'b1}},dat_i,{START_BITS{1'b0}}};
				state_d=SHIFT;
			end
			SHIFT: begin
				shift_d=shift_q+1;
				byte_d=byte_q>>1;
				if(shift_q>=SIZE-1) state_d=READY;
				else state_d=SHIFT;
			end
			default:begin
				state_d=READY;
			end
		endcase
	end
	always @(posedge clk_i) begin
		if(rst_i) begin
			divider<=0;
			state_q<=READY;
			rdy_q<=1;
			byte_q<=0;
			shift_q<=0;
		end
		else begin
			rdy_q<=rdy_d;
			state_q<=state_d;
			divider<=divider+1;
			if(state_q==LOAD) begin  
			    byte_q<=byte_d;
				divider<=0;
				shift_q<=0;
			end
			if(divider>=DIV) begin  
				divider<=0;
				byte_q<=byte_d;
				shift_q<=shift_d;
			end
		end
	end
endmodule
module uart_rx #(
	parameter CLOCK_FREQ=100_000_000,  
	parameter BAUD=9600,  
	parameter START_BITS=1,
	parameter STOP_BITS=1,
	parameter PARITY=0,  
	parameter WIDTH=8  
)(
	input clk_i,
	input rst_i,
	input dat_i,  
	output [WIDTH-1:0] dat_o,
	output new_data   
);
	localparam DIV=CLOCK_FREQ/BAUD; 
	localparam HDIV=DIV/2;  
  	localparam MAX_COUNT=(DIV <= 2) ? 1 : 
   (DIV <= 4) ? 2 : 
   (DIV <= 8) ? 3 : 
   (DIV <= 16) ? 4 : 
   (DIV <= 32) ? 5 : 
   (DIV <= 64) ? 6 : 
   (DIV <= 128) ? 7 : 
   (DIV <= 256) ? 8 : 
   (DIV <= 512) ? 9 : 
   (DIV <= 1024) ? 10 : 
   (DIV <= 2048) ? 11 : 
   (DIV <= 4096) ? 12 : 
   (DIV <= 8192) ? 13 : 
   (DIV <= 16384) ? 14 : 
   (DIV <= 32768) ? 15 : 
   (DIV <= 65536) ? 16 : 
   -1;  
	localparam MAX_ADDR=(WIDTH <= 2) ? 1 : 
   (WIDTH <= 4) ? 2 : 
   (WIDTH <= 8) ? 3 : 
   (WIDTH <= 16) ? 4 : 
   (WIDTH <= 32) ? 5 : 
   (WIDTH <= 64) ? 6 : 
   (WIDTH <= 128) ? 7 : 
   (WIDTH <= 256) ? 8 : 
   (WIDTH <= 512) ? 9 : 
   (WIDTH <= 1024) ? 10 : 
   (WIDTH <= 2048) ? 11 : 
   (WIDTH <= 4096) ? 12 : 
   (WIDTH <= 8192) ? 13 : 
   (WIDTH <= 16384) ? 14 : 
   (WIDTH <= 32768) ? 15 : 
   (WIDTH <= 65536) ? 16 : 
   -1;
  	localparam READY=2'd0;
	localparam SYNC=2'd1;
	localparam READ=2'd2;
	localparam STOP=2'd3;
	reg new_data_d, new_data_q=0;
	reg data_in_r_d, data_in_r_q=1;  
	reg [1:0] state_d, state_q=0;
	reg [MAX_COUNT:0] ctr_d, ctr_q=0;
	reg [MAX_ADDR:0] bit_ctr_d, bit_ctr_q=0;
	reg [WIDTH-1:0] data_d, data_q;
	assign dat_o=data_q[WIDTH-1:0];
	assign new_data=new_data_q;
	always @* begin
	    state_d=state_q;
	    new_data_d=new_data_q;
	    bit_ctr_d=bit_ctr_q;
	    data_d=data_q;
	    ctr_d=ctr_q;
	    data_in_r_d=dat_i;
		case (state_q)
			READY: begin
				bit_ctr_d=0;
				ctr_d=0;
				new_data_d=0;
				if (data_in_r_q==0) begin  
					state_d=SYNC;
				end
			end
			SYNC: begin  
				ctr_d=ctr_q + 1;
				if (ctr_q==HDIV) begin
					ctr_d=0;
					state_d=READ;
				end
			end
			READ: begin  
				ctr_d=ctr_q + 1;
				if (ctr_q==DIV) begin
					if(bit_ctr_q<WIDTH) data_d={data_in_r_q, data_q[(WIDTH-1):1]};
					bit_ctr_d=bit_ctr_q + 1;
					ctr_d=0;
					if (bit_ctr_q==WIDTH) begin
						state_d=STOP;
						new_data_d=1;
					end
				end
			end
			STOP: begin  
				if (data_in_r_q==1) begin
					state_d=READY;
				end
			end
			default: begin
				state_d=READY;
			end
		endcase
	end
	always @(posedge clk_i) begin
		if(rst_i) begin
			ctr_q<=0;
			bit_ctr_q<=0;
			data_q<=0;
			new_data_q<=0;
			data_in_r_q<=1;
			state_q<=READY;
		end else begin
			ctr_q<=ctr_d;
			bit_ctr_q<=bit_ctr_d;
			data_q<=data_d;
			new_data_q<=new_data_d;
			data_in_r_q<=data_in_r_d;
			state_q<=state_d;
		end
	end
endmodule
```
**flow/run.sh**
```bash
#!/bin/bash
# OpenROAD 26Q1-2900-gdf79404cd8, Yosys 0.63+post, stock flow scripts
make -C /OpenROAD-flow-scripts/flow DESIGN_CONFIG=/design/flow/config.mk WORK_HOME=/design/flow/orfs finish
```
**flow/config.mk**
```make
export PLATFORM = sky130hd
export DESIGN_NAME = uart_rx
export DESIGN_NICKNAME = uart_rx
export VERILOG_FILES = /design/flow/design.v
export SDC_FILE = /design/flow/constraint.sdc
export NUM_CORES = 4
export LEC_CHECK = 1
export CORE_UTILIZATION = 30
```
**flow/constraint.sdc**
```tcl
current_design uart_rx

set clk_period 3.1
set clk_io_pct 0.2

create_clock -name clk0 -period $clk_period [get_ports {clk_i}]

set non_clock_inputs [all_inputs -no_clocks]
set_input_delay [expr $clk_period * $clk_io_pct] -clock clk0 $non_clock_inputs
set_output_delay [expr $clk_period * $clk_io_pct] -clock clk0 [all_outputs]
```
==> run_results.csv <==
group,metric,value,unit
logic_synthesis,common_cells,"31 x dfxtp_1, 20 x nor2_1, 19 x nand2_1",
timing,hold_violations,0,
clock_network,h-tree-depth,2,
setup_path,crit_path_max_fanout,10,
setup_path,slowest_stage,"o31ai_4",
grt,met1_usage,18.2,%
detailed_routing,num_vias,1243,
clock_network,max-clock-path-buffers,2,
timing,period_needed,2060,ps
logic_synthesis,synthDistinctLibCells,40,
place,place.gp.congestion,0.806,
timing,maxSlewHeadroom,64.2,%
logic_synthesis,syn-cell-area,0.00163,mm^2
setup_path,cp_cell_sequence,"inv_1 > ha_1 > nor4bb_1 > nand4_1 > and3_1 > o31ai_4 > nor2_1",
detailed_routing,routed_via_density,4.64,
setup_path,r2r_slack,1040,ps
power_and_ir_drop,peakVddDrop,0.236,mV
power_and_ir_drop,power.density,570,mW/mm^2
detailed_routing,postRouteAntennaNets,0,
detailed_routing,drtIter0Drc,46,
setup_path,cp.buffers_inverters,1,
clock_network,ctsHoldBuffers,0,
logic_synthesis,top_cell,"dfxtp_1",
grt,track_usage,11.7,%
grt,top_usage_layer,"met1",
logic_synthesis,ys_warn_count,1,
flow_run,log.warning_count,32,
clock_network,cts_setup_buffers,0,
clock_network,clkLatencyLatePin,280,ps
setup_path,start_kind,"flop",
logic_synthesis,yosys_area,0.00163,mm^2
setup_path,crit_end,"ctr_q[3]$_SDFFE_PP0P_",
floorplan,rows,26,
timing,clock_skew,9.46,ps
setup_path,worstPathArrival,2200,ps
timing,min_period_over_period,66.3,%
setup_path,reg2regPathDepth,7,
logic_synthesis,async_reset_ff_share,0,%
grt,grt_first_pass_wirelength,5180,um
cells_and_area,syn2layout_area_growth,17.4,%
floorplan,fp_util,31.5,%
clock_network,cts_root_buf,"clkbuf_8",
grt,grt_max_degree,16,
setup_path,path_class,"flop to flop",
timing,rsz0062_at_grt,"no",
cells_and_area,final_area,0.00191,mm^2
grt,grtUsageMet2,17.2,%
floorplan,io_pins,12,
setup_path,crit_family,"simple AND/OR/NAND/NOR gates",
clock_network,cts_sinks,31,
logic_synthesis,synth_seq_share,38.1,%
detailed_routing,wl_per_cell,10.6,um
setup_path,end_kind,"flop",
place,hpwl,2070,um
place,io_buffer_count,11,
setup_path,cp_data_required_time,3250,ps
grt,antenna_found_initial,0,
cells_and_area,instances_no_fill,268,
floorplan,die_area,0.00573,mm^2
setup_path,r2r_start,"ctr_q[0]$_SDFFE_PP0P_",
place,dpl_cell_area,0.00180,mm^2
timing,setup_violations,0,
cells_and_area,final_util,37.0,%
logic_synthesis,numSynthFlops,31,
clock_network,tritoncts,"yes",
floorplan,fp.dieH,75.7,um
clock_network,numCtsBuffers,5,
timing,tightestPinTransition,537,ps
flow_run,drv_cap,0,
clock_network,clk_pin_slew_worst_paths,60,ps
detailed_routing,drcViolationCount,0,
timing,max_freq,487,MHz
logic_synthesis,area_leaders,"dfxtp_1 38%, ha_1 7.7%, mux2i_1 4.9%",
floorplan,fp.coreArea,0.00517,mm^2
timing,hold-worst-slack,460,ps
logic_synthesis,edf_count,0,
logic_synthesis,ys_cells,185,
timing,setup_tns,0,ps
logic_synthesis,yosys_most_used_dff,"dfxtp_1",
power_and_ir_drop,p_leak,0.000683,uW
run_status,status,"complete, no violations",
setup_path,critPathMaxStageDelay,480,ps
logic_synthesis,syn-mean-instance-area,8.81,um^2
clock_network,cts-resized-gates,0,
place,dp_cells,260,
grt,met3_usage,2.41,%
logic_synthesis,yosys.area.top_type,"dfxtp_1",
setup_path,cp.depth,7,
grt,gr-total-overflow,0,
grt,grt_pass1_vias,1152,
timing,report.final.slew_viol_count,0,
logic_synthesis,top_cell_area_share,38.1,%
detailed_routing,routed_wl,2850,um
detailed_routing,antenna-diode-count,0,
setup_path,cp-startpoint,"ctr_q[0]$_SDFFE_PP0P_",
detailed_routing,first_pass_iters,4,
floorplan,die-width,75.7,um
cells_and_area,drive_gt1_share,8.59,%
logic_synthesis,synthCells,185,
setup_path,reg2reg_to,"ctr_q[3]$_SDFFE_PP0P_",
hold_path,hp-class,"flop to flop",
[cells by family (layout without fill, tap and decap cells)]
logic type	count (synthesis)	in the layout	share of synthesized area [%]
and+or+nand+nor	83	83	28.9
DFF	31	31	38.1
AOI/OAI and AO/OA	24	24	9.52
buffers and inverters	17	30	4.45
xor gates and xnor gates	12	12	6.45
adders and majority gates	10	10	7.67
muxes	8	8	4.91
[area by class of cell]
cell class | count | area (um^2)
fill | 509 | 3260
timing repair buffer | 11 | 110
tap | 70 | 87.6
sequential | 31 | 621
clock buffer | 6 | 82.6
multi-input combinational | 137 | 937
clock inverter | 2 | 35.0
inverter | 11 | 41.3
[cells in the final DEF (no fill, tap or decap), types with 2 or more instances in the layout]
cell type         n
nand4_1           6
mux2i_1           8
or2_2             2
clkbuf_8          6
nor3b_1           2
a21oi_1           8
inv_1            11
nand2_1          19
clkdlybuf4s50_1  11
and2_1            2
o21ai_0           6
xnor2_1           6
a211oi_1          2
nor4_1            3
nand3_1           8
ha_1             10
dfxtp_1          31
o22ai_1           3
nor3_1            2
xor2_1            6
nor2b_1           4
a221oi_1          2
and3_1            3
nor2_1           20
[report_power, final]
group / internal [uW] / total [uW] / switching (uW) / leakage, uW
Combinational: 101 / 248 / 146 / 0.000372
Clock: 260 / 407 / 148 / 0.0000612
Sequential: 417 / 436 / 18.8 / 0.000250
Total: 778 / 1090 / 313 / 0.000683
[routing by layer]
layer / wire (um) / part of all wire, %
met1: 1490 / 52
met2: 1190 / 42
met3: 99 / 3.5
met4: 71 / 2.5
met5: 0 / 0
[state kept, by name, indices dropped and copies added, names as in the netlist]
| register | flops |
|---|---|
| bit_ctr_q | 4 |
| data_q | 8 |
| data_in_r_q | 1 |
| ctr_q | 15 |
| new_data_q | 1 |
| state_q | 2 |
[metrics by stage]
| stage | setup slack [ps] | power, uW |
|---|---|---|
| finish | 1040 | 1090 |
| floorplan | 1280 | 648 |
| detailed placement | 1000 | 694 |
| global placement | 1030 | 698 |
| CTS | 1020 | 1110 |
| global route | 886 | 1160 |
[worst min-delay path by stage]
stage,from,to,slack (ps),depth (start not counted)
after CTS,data_q[0]$_SDFFE_PP0P_,data_q[0]$_SDFFE_PP0P_,470,2
after global routing,data_q[0]$_SDFFE_PP0P_,data_q[0]$_SDFFE_PP0P_,500,2
final,data_q[0]$_SDFFE_PP0P_,data_q[0]$_SDFFE_PP0P_,460,2
[tightest hold or removal path, stage by stage (launching register included)]
cell     delay, ps
dfxtp_1        310
nand2_1         50
mux2i_1         50
Power and IR drop assume default switching activity.
