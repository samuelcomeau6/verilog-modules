[/design/flow/design.v]
module seven_seg (
    input[3:0] in,
    output[6:0] seg
);
    assign seg[0] = (~in[3]&~in[2]&in[1])|(~in[2]&~in[1]&~in[0])|(~in[3]&in[2]&in[0])|(~in[3]&in[2]&in[1]&~in[0])|(in[3]&~in[2]&~in[1]&in[0]);
    assign seg[1] = (~in[3]&~in[2])|(~in[3]&in[2]&~in[1]&~in[0])|(~in[3]&in[2]&in[1]&in[0])|(in[3]&~in[2]&~in[1]);
    assign seg[2] = (~in[3]&~in[2]&~in[1]&~in[0])|(~in[3]&~in[2]&in[0])|(~in[3]&in[2])|(in[3]&~in[2]&~in[1]);
    assign seg[3] = (~in[3]&~in[2]&~in[1]&~in[0]) | (~in[3]&~in[2]&in[1]) | (~in[3]&in[2]&~in[1]&in[0]) | (~in[3]&in[2]&in[1]&~in[0]) | (in[3]&~in[2]&~in[1]);
    assign seg[4] = (~in[3]&~in[2]&~in[0])|(~in[3]&in[2]&in[1]&~in[0])|(in[3]&~in[2]&~in[1]&~in[0]);
    assign seg[5] = (~in[3]&~in[1]&~in[0])|(~in[3]&in[2]&~in[1])|(~in[3]&in[2]&in[1]&~in[0])|(in[3]&~in[2]&~in[1]);
    assign seg[6] = (~in[3]&~in[2]&in[1])|(~in[3]&in[2]&~in[1])|(~in[3]&in[2]&in[1]&~in[0])|(in[3]&~in[2]&~in[1]);
endmodule
[/design/flow/constraint.sdc]
current_design seven_seg

set clk_period 1.2
set clk_io_pct 0.2

create_clock -name clk0 -period $clk_period

set non_clock_inputs [all_inputs -no_clocks]
set_input_delay [expr $clk_period * $clk_io_pct] -clock clk0 $non_clock_inputs
set_output_delay [expr $clk_period * $clk_io_pct] -clock clk0 [all_outputs]
[/design/flow/run.sh]
#!/bin/bash
# OpenROAD 26Q1-2900-gdf79404cd8, Yosys 0.63+post, stock flow scripts
make -C /OpenROAD-flow-scripts/flow DESIGN_CONFIG=/design/flow/config.mk WORK_HOME=/design/flow/orfs finish
[/design/flow/config.mk]
export PLATFORM = sky130hd
export DESIGN_NAME = seven_seg
export DESIGN_NICKNAME = seven_seg
export VERILOG_FILES = /design/flow/design.v
export SDC_FILE = /design/flow/constraint.sdc
export NUM_CORES = 4
export LEC_CHECK = 1
export CORE_AREA = 10 10 70 70
export DIE_AREA = 0 0 80 80
==> impl_metrics.py <==
# Flow results
metrics = {
    "cells_and_area": {
        "fillCellCount": 407,
        "drive_gt1_share_pct": 80.95,
        "logic_area_um2": 178.9,
        "utilization_pct": 12.23,
        "register_area_um2": 0,
        "nFlopsAndLatches": 0,
        "layout-area-overhead-vs-synth_pct": 115.5,
        "clockBufferCount": 0,
    },
    "global_routing": {
        "grt_usage_pct": 2.311,
        "antenna_found_initial": 0,
        "grt_start_max_net_pins": 7,
        "grt_pass1_vias": 258,
        "overflow": 0,
        "grt_pass1_wl_um": 1235,
    },
    "floorplanning": {
        "placementRows": 21,
        "coreArea_um2": 3416,
        "num_io_pins": 11,
        "fp_util_pct": 5.678,
        "dieArea_um2": 6400,
        "die_x_um": 80,
        "die.size.y_um": 80,
    },
    "critical_path": {
        "worstPathMaxFanout": 5,
        "path_cells": "buf_4 > nor2b_4 > buf_4 > a211oi_2 > buf_2",
        "cp_top_family": "buffers and inverters",
        "cp.arrival_ns": 0.93,
        "cpMostUsedCell": "buf_4",
        "crit_type": "in2out",
        "critPathBufInv": 3,
        "cpMaxStageDelayCell": "a211oi_2",
        "cp-start-kind": "input pin",
        "cp_data_required_time_ns": 0.96,
        "end_kind": "output pin",
        "slowest_delay_ns": 0.16,
    },
    "final_timing": {
        "worst_pin_slew_ns": 0.1872,
        "max_slew_margin_pct": 87.52,
        "period_needed_ns": 1.167,
        "rsz0062_at_grt": "true",
        "hold_viol_final": 0,
        "max_freq_mhz": 856.9,
        "setup_viol": 0,
        "finalCritPeriodShare_pct": 97.25,
        "drv_slew": 0,
    },
    "detailed_routing": {
        "wl_per_cell_um": 8.330,
        "drc": 0,
        "ant_nets": 0,
        "route.vias.total": 231,
        "drt-total-wl_um": 733,
        "routed_via_density": 2.625,
        "drt_iter0_drc": 1,
        "firstDrtPassIters": 3,
        "n_antenna_cell": 0,
    },
    "power_and_ir_drop": {
        "total_power_uw": 141.3,
        "power-per-cell-area_nw_per_um2": 338.2,
        "leakagePower_uw": 0.0001731,
        "ir_worst_vdd_mv": 0.06343,
    },
    "yosys": {
        "postSynthCellCount": 23,
        "avgSynthCellArea_um2": 8.432,
        "syn-cell-area_um2": 193.9,
        "ys_seq_share_pct": 0,
        "synth_warnings": 0,
        "ys_types": 16,
        "ys_cells": 23,
        "yosysChipArea_um2": 193.9,
    },
    "placed_design": {
        "port_buffers": 11,
        "dpl.hpwl_um": 600,
        "place_congestion": 0.6377,
    },
    "hold_path": {
        "hp-class": "in2out",
    },
    "outcome": {
        "status": "complete, no violations",
    },
    "run": {
        "tool_warnings": 34,
        "drv_cap": 0,
    },
    "clock_network": {
        "hold_buffers": 0,
    },
}
-- what timing repair did --
| action | in CTS | in global routing |
|---|---|---|
| buffers inserted | 3 | 0 |
| resized | 49 | 7 |
| endpoints found under the hold margin | 0 | 0 |
| setup endpoints to repair | 7 | 4 |
| pin swaps | 4 | 2 |
-- cell usage in the layout (no fill, tap or decap) --
master / count
xor2_2: 1
o22ai_1: 1
a311oi_2: 1
nor2_1: 4
a21oi_1: 2
inv_2: 1
buf_2: 7
buf_6: 6
and2_4: 1
buf_8: 1
a211oi_2: 1
a22oi_2: 1
buf_4: 8
o21a_1: 1
nor3_2: 2
o32ai_2: 1
nor2_4: 1
nor2b_4: 2
-- path summary, 6_finish.rpt --
check | startpoint | to | slack, ns | cells after the start
max | in[0] | seg[3] | 0.03 | 5
min | in[2] | seg[1] | 0.86 | 4
-- area by class of cell --
| class | count | area share (%) |
|---|---|---|
| inverter | 1 | 0.8982 |
| multi-input combinational | 19 | 42.81 |
| tap | 46 | 13.77 |
| timing repair buffer | 22 | 42.51 |
-- stage by stage --
stage | hold WS, ns | TNS [ns] | cell area (µm²) | instances | setup slack [ns]
after floorplan | 0.5050 | 0 | 193.9 | 23 | 0.2600
after global placement | 1.628 | -5.269 | 395.4 | 86 | -0.7992
after detailed placement | 1.628 | -5.320 | 395.4 | 86 | -0.8071
after CTS | 0.9136 | -0.008190 | 410.4 | 89 | -0.008190
after global routing | 0.8860 | -0.03733 | 417.9 | 88 | -0.01877
final | 0.8564 | 0 | 417.9 | 88 | 0.03296
-- cells by family (layout without fill, tap and decap cells) --
kind of cell	count (synthesis)	count (layout)	synth area share, %
AND/OR/NAND/NOR	10	10	33.55
XOR/XNOR	1	1	8.389
AND-OR/OR-AND	8	8	38.71
buffers and inverters	4	23	19.35
-- synth_stat cells, drive strengths merged --
cell type	instances	share of area [%]
and2	1	3.2
nor2	5	14
nor3	2	5.2
buf	3	17
a311oi	1	7.7
o22ai	1	3.2
xor2	1	8.4
inv	1	1.9
a21oi	2	5.2
a211oi	1	6.5
a22oi	1	3.9
nor2b	2	12
o21a	1	3.9
o32ai	1	8.4
-- power breakdown --
part           internal (µW)  leakage [µW]  switching [µW]
clock network              0             0               0
registers                  0             0               0
logic                   84.5      0.000173            56.9
total                   84.5      0.000173            56.9
-- routing by layer --
layer	GRT usage (%)	wire, µm	share of wire, %
met4	0	0	0
met5	0	0	0
met3	0.2273	19	2.6
met1	2.379	258	35
met2	4.976	454	62
No activity file was given, so power comes from the tool's default toggle rates.
